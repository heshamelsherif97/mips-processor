### ./design.v
module DataMemory (clk, address, MemWrite, MemRead, writedata, readdata);
input clk, MemWrite, MemRead;
input [31:0] address, writedata;
output [31:0] readdata;
parameter RAM_SIZE = 256;
reg [31:0] RAMDATA [RAM_SIZE-1:0];
assign readdata=(MemRead && (address < RAM_SIZE))? RAMDATA[address] : 32'b0;
always@(posedge clk) begin
  if(MemWrite && (address < RAM_SIZE)) RAMDATA[address]<=writedata;
end
endmodule
module MEM_WB_reg(clk, alu_result, memoryread, rd, RegWrite, MemToReg, out1, out2, out3,out4,out5);
input clk, RegWrite, MemToReg;
input [31:0] alu_result, memoryread;
input [4:0] rd;
output [31:0] out1, out2;
reg [31:0] out1, out2=0;
output [4:0] out3;
reg [4:0] out3=0;
output out4, out5;
reg out4, out5=0;
always@(posedge clk)
begin
out1<=alu_result;
out2<=memoryread;
out3<=rd;
out4<=RegWrite;
out5<=MemToReg;
end
endmodule
module StageFour (clk,pcSrc,RegWrite, MemToReg, MemRead, MemWrite, Branch,ZeroFlag,outpc,alu_result,data2,mux_out,outtostage1,out1, out2, out3,out4,out5);
input  RegWrite, MemToReg, MemRead, MemWrite, Branch,ZeroFlag,clk;
input [31:0] outpc,alu_result,data2;
input [4:0] mux_out;
output pcSrc;
output [31:0] outtostage1;
output [31:0] out1, out2;
output [4:0] out3;
output out4, out5;
wire [31:0] memout ;
assign outtostage1=outpc;
and (pcSrc,Branch,ZeroFlag);
DataMemory a(clk, alu_result, MemWrite, MemRead, data2, memout);
MEM_WB_reg b(clk, alu_result, memout, mux_out, RegWrite, MemToReg, out1, out2, out3, out4, out5);
endmodule
### ./config.mk
export PLATFORM = sky130hd
export DESIGN_NAME = StageFour
export DESIGN_NICKNAME = StageFour
export VERILOG_FILES = /design/flow/design.v
export SDC_FILE = /design/flow/constraint.sdc
export NUM_CORES = 4
export LEC_CHECK = 1
export CORE_UTILIZATION = 40
export SYNTH_MEMORY_MAX_BITS = 65536
### ./constraint.sdc
current_design StageFour

set clk_period 55.0
set clk_io_pct 0.2

create_clock -name clk0 -period $clk_period [get_ports {clk}]

set non_clock_inputs [all_inputs -no_clocks]
set_input_delay [expr $clk_period * $clk_io_pct] -clock clk0 $non_clock_inputs
set_output_delay [expr $clk_period * $clk_io_pct] -clock clk0 [all_outputs]
### ./run.sh
#!/bin/bash
# OpenROAD 26Q1-2900-gdf79404cd8, Yosys 0.63+post, stock flow scripts
make -C /OpenROAD-flow-scripts/flow DESIGN_CONFIG=/design/flow/config.mk WORK_HOME=/design/flow/orfs finish
==> flow_metrics.py <==
# Metrics from the implementation run
metrics = {
    "yosys": {
        "synth_chip_area_um2": 315000,
        "yosys_warnings": 2,
        "synth.avg_cell_area_um2": 20.0,
        "synth_cell_types": 51,
        "ys_sh_adder_pct": 0,
        "flop_cell": "edfxtp_1",
        "syn_inst": 15700,
        "syn_area_um2": 315000,
        "synth.cellmix.xorXnorShare_pct": 0,
        "simple_gate_share_pct": 1.78,
        "top_cell_area_share_pct": 78.1,
        "top_cells_by_area": "edfxtp_1 (78%), mux2i_1 (7.5%), mux4_2 (6.0%)",
        "ys_cells": 15700,
        "ys_sh_mux_pct": 13.7,
        "synth_flops": 8263,
        "netlist.top_cell.by_area": "edfxtp_1",
        "edf_count": 8192,
        "topCombFamilyByArea": "multiplexers",
        "yosys.area_share.aoi_pct": 4.44,
        "synth_seq_share_pct": 78.6,
        "synthArstFlopShare_pct": 0,
    },
    "worst_hold_path": {
        "hp-class": "flop to flop",
    },
    "clock_network": {
        "cts_tree": "yes",
        "clock-root-buffer": "clkbuf_16",
        "postCtsResizedCells": 0,
        "clk_path_buf_depth": 4,
        "ctsHtreeMaxLevel": 6,
        "clkTransAtPathRegs_ns": 0.06,
        "clk_latency_ns": 1.18,
        "clkSinkCount": 8263,
        "cts_setup_buffers": 0,
        "cts_buffers": 818,
        "ctsHoldBuffers": 0,
    },
    "flow_run": {
        "warnings": 36,
        "drv_cap": 1,
    },
    "global_route": {
        "antenna_found_initial": 58,
        "grt_pass1_vias": 168000,
        "grt_pass1_wl_mm": 1230,
        "grt_usage_pct": 24.3,
        "overflow": 0,
        "grt_max_degree": 114,
    },
    "final_timing": {
        "finalSetupViolCount": 0,
        "fin_crit_ns": 23.00,
        "hold_violations": 0,
        "report.final.slew_viol_count": 13,
        "tightest_slew_ns": 1.92,
        "holdWs_ns": 0.912,
        "finalClockSkew_ns": 0.133,
        "slew_headroom_pct": -28.6,
        "period_used_pct": 41.8,
        "setup_tns_ns": 0,
        "max_freq_ghz": 0.0435,
        "grt_setup_unrepaired": "false",
    },
    "status": {
        "status": "complete, but fails checks",
        "violations": "capacitance limit, slew limit",
    },
    "critical_path": {
        "cp_top_family": "buffers and inverters",
        "arrival_ns": 12.00,
        "crit_top_cell": "clkdlybuf4s50_1",
        "startpoint_type": "input pin",
        "cp_cell_sequence": "clkdlybuf4s50_1 > and2_1 > clkdlybuf4s50_1",
        "critical_path_buf_inv_count": 2,
        "path_class": "input pin to primary output",
        "critPathMaxFanout": 1,
        "cp_slowest_cell": "clkdlybuf4s50_1",
        "worstPathRequired_ns": 44.00,
        "slowest_delay_ns": 0.45,
        "end_kind": "primary output",
    },
    "drt": {
        "vias": 157000,
        "viasPerCell": 5.65,
        "drtIter0Drc": 10700,
        "first_pass_iters": 5,
        "wirelength_mm": 879,
        "drcViolationCount": 0,
        "detail-route-antenna-nets": 0,
        "wl_per_cell_um": 31.5,
    },
    "floorplanning": {
        "io_pins": 212,
        "num_rows": 325,
        "die_x_um": 889,
        "die_area_um2": 791000,
        "die_h_um": 889,
        "core_area_um2": 784000,
        "initial_utilization_pct": 40.2,
    },
    "final_layout": {
        "final_common_cell": "edfxtp_1",
        "layout-drive-gt1-share_pct": 18.5,
        "lay_top_cells": "edfxtp_1 (8,192), mux2i_1 (2,367), mux4_2 (832)",
        "syn_to_final_growth_pct": 14.4,
        "fin_cells": 27900,
    },
    "power": {
        "ir_worst_vdd_v": 0.0000379,
        "power_leakage_nw": 117,
        "pwr_density_cell_nw_per_um2": 35.8,
    },
    "placement": {
        "dp_cells": 26200,
        "place.gp.congestion": 0.877,
        "hpwl_mm": 491,
        "port_buffers": 147,
    },
}
==> layer usage <==
metal | up-vias | track usage [%] | part of all wire, %
met5 | - | 1.79 | 0.21
met4 | 66 | 7.16 | 3.9
met3 | 1407 | 22.1 | 20
met2 | 10200 | 33.8 | 45
met1 | 78500 | 27.4 | 31
li1 | 67100 | - | -
==> flip-flops by register name, indices dropped and copies added (netlist names) <==
name       count
b.out5         1
b.out2        32
b.out1        32
b.out4         1
b.out3         5
a.RAMDATA   8192
==> stage by stage <==
stage	total power, mW	cell area, um2	utilization [%]	setup WS, ns
6_report	12.9	360000	46.0	32.00
4_1_cts	13.0	360000	46.0	31.99
2_1_floorplan	7.32	315000	-	32.89
3_3_place_gp	7.58	334000	42.6	31.97
5_1_grt	13.3	360000	46.0	31.92
3_5_place_dp	7.59	334000	42.6	31.99
==> kinds of logic after synthesis <==
group / count (synthesis)
buf+inv: 977
simple gates: 1155
compound gates: 2079
flops: 8263
mux: 3264
==> where the power goes <==
group / internal [mW] / leakage, nW / total (mW) / switching, mW
combinational: 0.168 / 30.1 / 0.531 / 0.363
sequential: 6.92 / 74.2 / 6.92 / 0.000353
clock: 3.08 / 12.8 / 5.45 / 2.38
==> final timing paths <==
path                                   startpoint         end  slack, ns  depth (start not counted)
worst max-delay path                       Branch       pcSrc      32.00                          3
worst min register to register   a.RAMDATA[89][4]   b.out2[4]       0.91                          4
worst max register to register  a.RAMDATA[79][30]  b.out2[30]      50.84                          8
worst min-delay path             a.RAMDATA[89][4]   b.out2[4]       0.91                          4
==> cells in the mapped netlist (66+ instances only) <==
master and number:
nor4_1 100, a31oi_1 161, o21ai_1 145, nand2_1 356, a221oi_1 192, nand2b_1 66
a221o_1 95, o22ai_1 512, nor2_1 293, mux4_2 832, mux2i_1 2367, a22oi_1 449
a21oi_1 224, dfxtp_1 71, edfxtp_1 8192, o21ai_0 172, clkbuf_1 321, buf_2 461
buf_4 82, nand3_1 161
==> final cells by class <==
type	instances	area, um2
repair buffers	981	8150
fillers	64000	423000
well taps	10500	13100
diodes	99	248
inverters	32	120
clock buffers	1051	21700
multi-input cells	6498	65100
clock inverters	465	4550
flip-flops and latches	8263	247000
==> worst register-to-register path: stages, from the launching register on <==
cell	delay (ns)
edfxtp_1	0.36
mux2i_1	0.14
o22ai_1	0.10
nor4_1	0.30
buf_4	0.20
nand3_1	0.09
o21ai_0	0.78
nand3_1	1.11
or4_1	0.96
Power and IR drop assume default switching activity.
