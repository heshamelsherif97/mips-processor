## design/flow/config.mk

```make
export PLATFORM = sky130hd
export DESIGN_NAME = StageThree
export DESIGN_NICKNAME = StageThree
export VERILOG_FILES = /design/flow/design.v
export SDC_FILE = /design/flow/constraint.sdc
export NUM_CORES = 4
export LEC_CHECK = 1
export CORE_UTILIZATION = 30
```

## design/flow/constraint.sdc

```tcl
current_design StageThree

set clk_period 15.9
set clk_io_pct 0.2

create_clock -name clk0 -period $clk_period [get_ports {clk}]

set non_clock_inputs [all_inputs -no_clocks]
set_input_delay [expr $clk_period * $clk_io_pct] -clock clk0 $non_clock_inputs
set_output_delay [expr $clk_period * $clk_io_pct] -clock clk0 [all_outputs]
```

## design/flow/design.v

```verilog
module ALU (OUT, ZeroFlag, In1, In2, ALUOP,shift);
input [31:0] In1, In2;
input [3:0] ALUOP;
input [4:0] shift;
output [31:0] OUT ;
reg [31:0] OUT=0;
output ZeroFlag;
reg ZeroFlag=0;
always @ (In1 or In2 or ALUOP)
begin
case (ALUOP)
4'b0010 : OUT = In1 + In2;
4'b0110 : OUT = In1 - In2;
4'b0000 : OUT = In1 & In2;
4'b0001 : OUT = In1 | In2;
4'b0100 : OUT = In2 << shift;
4'b0101 : OUT = In2 >> shift;
4'b0111 : OUT = In1 < In2;
4'b1000 : if(In1==In2) ZeroFlag=1; else ZeroFlag=0;
4'b1001 : if(In1!=In2) ZeroFlag=1; else ZeroFlag=0;
endcase
end
endmodule
module EX_MEM_reg(clk, branch_address, alu_result_address, write_to_memory, rd, zeroflag, RegWrite, MemToReg, MemRead, MemWrite, Branch, out1, out2, out3, out4, out5, out6, out7,out8, out9, out10);
input clk,  RegWrite, MemToReg, MemRead, MemWrite, Branch;
input [31:0] branch_address, alu_result_address, write_to_memory;
input [4:0] rd;
input  zeroflag;
output [31:0] out1, out2, out3;
reg [31:0] out1, out2, out3=0;
output [4:0] out4;
reg [4:0] out4=0;
output out5, out6, out7,out8, out9, out10;
reg out5, out6, out7,out8, out9, out10=0;
always@(posedge clk)
begin
out1<=branch_address;
out2<=alu_result_address;
out3<=write_to_memory;
out4<=rd;
out5<=zeroflag;
out6<=RegWrite;
out7<=MemToReg;
out8<=MemRead;
out9<=MemWrite;
out10<=Branch;
end
endmodule
module StageThree (clk,RegWrite, MemToReg, MemRead, MemWrite, Branch, ALUSrc, RegDest,ALUOP,pc_4,data1,data2,sign_extend, rt, rd,out1, out2, out3, out4, out5, out6, out7,out8, out9, out10);
input clk;
input RegWrite, MemToReg, MemRead, MemWrite, Branch, ALUSrc, RegDest;
input [2:0] ALUOP;
input [31:0] pc_4,data1,data2,sign_extend;
input [4:0] rt,rd;
wire [31:0] sign_extend_shifted,outpc,alub,aluout;
wire ZeroFlag;
wire [3:0] aluctl;
wire [4:0] muxout;
output [31:0] out1, out2, out3;
output [4:0] out4;
output out5, out6, out7,out8, out9, out10;
shift_left_2 a(sign_extend,sign_extend_shifted);
add_32 b(pc_4,sign_extend_shifted,outpc);
mux_2x1_32 c(data2,sign_extend,ALUSrc, alub);
alu_control d(sign_extend[5:0], ALUOP, aluctl);
ALU e(aluout, ZeroFlag, data1, alub, aluctl,sign_extend[10:6]);
mux_2x1_5 f(rt,rd,RegDest,muxout);
EX_MEM_reg g(clk, outpc, aluout, data2, muxout, ZeroFlag, RegWrite, MemToReg, MemRead, MemWrite, Branch, out1, out2, out3, out4, out5, out6, out7,out8, out9, out10);
endmodule
module add_32(a, b, result);
  input [31:0] a, b;
  output [31:0] result;
  assign result = a + b;
endmodule
module alu_control(func, ALUOP, aluctl);
input [5:0] func;
input [2:0] ALUOP;
output [3:0] aluctl;
reg [3:0] aluctl=0;
    parameter F_add = 6'd32;
    parameter F_sub = 6'd34;
    parameter F_and = 6'd36;
    parameter F_or  = 6'd37;
   parameter F_sll = 6'd0;
   parameter F_srl = 6'd2;
    parameter F_slt = 6'd42;
    parameter ALU_add = 4'b0010;
    parameter ALU_sub = 4'b0110;
    parameter ALU_and = 4'b0000;
    parameter ALU_or  = 4'b0001;
   parameter ALU_sll = 4'b0100;
   parameter ALU_srl = 4'b0101;
    parameter ALU_slt = 4'b0111;
   parameter ALU_beq = 4'b1000;
   parameter ALU_bne = 4'b1001;
    always @(ALUOP or func)
    begin
        case (ALUOP) 
            3'b000 : aluctl = ALU_add;
            3'b001 : aluctl = ALU_beq;
        3'b111 : aluctl = ALU_bne;
        3'b011 : aluctl = ALU_and;
        3'b100 : aluctl = ALU_or;
            3'b010 : case (func) 
                        F_add : aluctl = ALU_add;
                        F_sub : aluctl = ALU_sub;
                        F_and : aluctl = ALU_and;
                        F_or  : aluctl = ALU_or;
                        F_sll : aluctl = ALU_sll;
                        F_srl : aluctl = ALU_srl;
                        F_slt : aluctl = ALU_slt;
                    endcase
        endcase
    end
endmodule
module mux_2x1_32(i1, i2, select, out);
input [31:0] i1, i2;
input select;
output [31:0] out;
reg [31:0] out=0;
always@(i1 or i2 or select)
begin
if(select== 0)
begin
out <= i1;
end
else
begin
out <= i2;
end
end
endmodule
module mux_2x1_5(i1, i2, select, out);
input [4:0] i1, i2;
input select;
output [4:0] out;
reg [4:0] out=0;
always@(i1 or i2 or select)
begin
if(select== 0)
begin
out <= i1;
end
else
begin
out <= i2;
end
end
endmodule
module shift_left_2(inData,outData);
  input [31:0]inData;
  output [31:0]outData;
  reg [31:0]outData=0;
  always@(inData)
    begin
      outData=inData<<2;
    end
endmodule   
```

## design/flow/run.sh

```bash
#!/bin/bash
# OpenROAD 26Q1-2900-gdf79404cd8, Yosys 0.63+post, stock flow scripts
make -C /OpenROAD-flow-scripts/flow DESIGN_CONFIG=/design/flow/config.mk WORK_HOME=/design/flow/orfs finish
```

==> impl_summary.log <==
[report] extracting results
[metrics] final core occ: 37.86%
[metrics] share of the core filled by cells before placement: 30.41%
[metrics] maximum fanout along the worst path: 8
[metrics] Global Route Usage Sum: 23.37%
[metrics] final number of max-transition violations: 0
[metrics] Max stage delay cell, worst path: sky130_fd_sc_hd__clkdlybuf4s50_1
[metrics] Remaining Overflow, GRT: 0
[metrics] Fin Setup TNS: 0 ns
[metrics] type of origin of the critical path: input port
[metrics] syn_area_per_cell: 8.022 µm²
[metrics] number of antenna cells inserted: 0
[metrics] drt first pass iters: 5
[metrics] highest clock rate: 158.6 MHz
[metrics] hold wc startpoint: MemToReg
[metrics] DR DRC count: 0
[metrics] area of the chip: 45580 µm²
[metrics] ys flop type: sky130_fd_sc_hd__dfxtp_1
[metrics] outcome: finished, final reports clean
[metrics] register pins left without a clock: 37
[metrics] worst path required time: 16.22 ns
[metrics] deepest level of the CTS H-tree: 3
[metrics] critical path cell sequence: clkdlybuf4s50_1 -> ha_1 -> a21oi_1 -> nor2_1 -> o31ai_1 -> a211oi_1 -> o41a_1 -> o31a_1 -> a21oi_2 -> o21ai_1 -> a21oi_1 -> xnor2_1
[metrics] vias in the first global route: 12651
[metrics] clock transition at the registers of the reported paths: 0.08 ns
[metrics] Wirelength per Cell: 21.25 µm
[metrics] post-place instance area: 16390 µm²
[metrics] Post-Route WL: 52240 µm
[metrics] tally of unique sky130hd cells used after synthesis: 91
[metrics] Synth area leaders: sky130_fd_sc_hd__dfxtp_1, sky130_fd_sc_hd__ha_1, sky130_fd_sc_hd__mux2i_1
[metrics] core outline area: 44120 µm²
[metrics] P_leak: 6.972 nW
[metrics] library cell with the largest summed area after synthesis: sky130_fd_sc_hd__dfxtp_1
[metrics] synth warn: 6
[metrics] Detail Placement HPWL: 42170 µm
[metrics] Clk Tree Root Cell: sky130_fd_sc_hd__clkbuf_16
[metrics] CP most frequent cell: sky130_fd_sc_hd__a21oi_1
[metrics] warning total across the stage logs: 101
[metrics] final setup fails: 0
[metrics] number of antenna violations at the first check in global routing: 0
[metrics] Inserted Clock Buffers: 9
[metrics] critical path capture point type: flip-flop
[metrics] Via density: 5.475
[metrics] vertical extent of the die: 213.5 µm
[metrics] final non-filler cell area: 16710 µm²
[metrics] share of layout cells above drive strength 1: 7.445%
[metrics] fraction of synthesized cell area taken by the top area cell type: 15.96%
[metrics] area overhead of the layout relative to synthesis: 24.48%
[metrics] number of max-capacitance violations reported: 0
[metrics] Mapped Cells: 1673
[metrics] CTS tree: done
[metrics] Buffers on Ports: 255
[metrics] quantity of hold-fixing buffers added after cts: 0
[metrics] end point of the most critical hold path: g.out7$_DFF_P_
[metrics] worst hold margin: 3.223 ns
[metrics] worst-case vdd ir drop: 0.00004530 V
[metrics] number of DRC violations after detailed-routing iteration 0: 1182
[metrics] setup repair after global routing missed its margin: false
[metrics] #FFs+latches synth: 144
[metrics] max-slew headroom at the worst pin: 33.26%
[metrics] flip-flops with a built-in enable: 0
[metrics] path class of the lowest-slack min-delay path: input port to flip-flop
[metrics] arrival time of data at the critical path endpoint: 6.63 ns
[metrics] critical path class: input port to flip-flop
[metrics] post-layout period usage of the worst path: 39.67%
[metrics] via count: 13463
[metrics] final weighted congestion of routability-driven global placement: 0.9844
[metrics] number of cells on the worst hold path: 1
[metrics] largest net degree at the start of global routing: 72
[metrics] cells in synth_stat.txt: 1673
[metrics] Max Root-Sink Buffers: 2
[metrics] number of primary I/O pins: 256
[metrics] post-synthesis cell area: 13420 µm²
[metrics] DRT antenna net count: 0
[metrics] Cell Pwr Density: 66.03 nW/µm²
[metrics] fill count: 4556
[metrics] wire length of the first global-routing pass: 78320 µm
[metrics] cells resized by post-CTS repair: 0
[metrics] Die X: 213.5 µm
[metrics] Final Hold Violating Endpoints: 0
[metrics] count of endpoints without a timing constraint: 70
[metrics] Setup Fix Bufs, Post-CTS: 0
[metrics] final worst path period need: 6.307 ns
[metrics] share of flip-flops with an asynchronous set or reset after synthesis: 0%
[metrics] total number of placement rows: 77
[metrics] chip area from the yosys synthesis statistics: 13420 µm²
[metrics] delay contributed by the slowest stage of the critical path: 0.62 ns
[metrics] slew at the pin closest to its max-slew limit: 0.9732 ns
## critical path: cells and delay by family
family                     cells  cell delay, ns
xor gates and xnor gates       1            0.13
AOI/OAI and AO/OA              8            2.29
adders and majority gates      1            0.29
and+or+nand+nor                1            0.11
buffers and inverters          1            0.62
## cell usage in the layout (no fill, tap or decap), drive strengths merged, types with 20 or more instances in the layout
master           n
o21bai          23
a21oi          149
nor3            23
clkdlybuf4s50  252
xnor2           37
nor2           157
dfxtp          107
a21o            20
nand2          127
o21ai          121
inv            117
mux4            34
nand2b          20
nand3           28
ha             137
dlxtn           37
mux2i           88
a211oi          34
o221ai          21
buf             22
mux2            39
## cells in the mapped netlist (18+ instances only)
master / count
sky130_fd_sc_hd__mux2_2: 25
sky130_fd_sc_hd__dlxtn_1: 37
sky130_fd_sc_hd__dfxtp_1: 107
sky130_fd_sc_hd__ha_1: 137
sky130_fd_sc_hd__o21ai_0: 74
sky130_fd_sc_hd__nor3_1: 23
sky130_fd_sc_hd__o21ai_1: 46
sky130_fd_sc_hd__nor2_1: 157
sky130_fd_sc_hd__nand3_1: 27
sky130_fd_sc_hd__nand2b_1: 20
sky130_fd_sc_hd__mux4_2: 34
sky130_fd_sc_hd__a21oi_1: 147
sky130_fd_sc_hd__clkbuf_1: 52
sky130_fd_sc_hd__o21bai_1: 23
sky130_fd_sc_hd__xnor2_1: 37
sky130_fd_sc_hd__inv_1: 104
sky130_fd_sc_hd__a21o_1: 20
sky130_fd_sc_hd__nand2_1: 126
sky130_fd_sc_hd__a211oi_1: 32
sky130_fd_sc_hd__mux2i_1: 88
sky130_fd_sc_hd__a221oi_1: 18
sky130_fd_sc_hd__o221ai_1: 19
## registers in the layout, indices dropped and copies added (netlist names), 4 cells and up
register / flops
d.aluctl: 4
e.OUT: 32
g.out1: 32
g.out2: 32
g.out3: 32
g.out4: 5
## layout make-up
| type | instances | area (µm²) | area share (%) |
|---|---|---|---|
| Multi-Input combinational cell | 1315 | 9819 | 58.78 |
| Clock inverter | 5 | 67.56 | 0.4044 |
| Tap cell | 592 | 740.7 | 4.434 |
| Timing Repair Buffer | 274 | 2685 | 16.07 |
| Sequential cell | 144 | 2698 | 16.15 |
| Clock buffer | 11 | 252.7 | 1.513 |
| Inverter | 118 | 442.9 | 2.651 |
## logic make-up after synthesis
group                      synth area share [%]
adders and majority gates                 13.22
buffers and inverters                     6.862
DFF                                       15.96
AOI/OAI and AO/OA                         26.63
muxes                                     15.54
latches                                   4.139
and+or+nand+nor                           14.45
xor gates and xnor gates                  3.198
## routing by layer
| layer | vias up | global-route usage [%] | part of all wire [%] |
|---|---|---|---|
| li1 | 6491 | - | - |
| met1 | 6354 | 33.55 | 44 |
| met2 | 553 | 36.27 | 45 |
| met3 | 65 | 5.039 | 8.4 |
| met4 | 0 | 5.369 | 2.7 |
| met5 | - | 0.3233 | 0 |
## per-stage QoR
step                total power, mW  std cells  worst slack (ns)
finish                        1.103       2459             9.593
CTS                           1.111       2459             9.647
global placement             0.8534       2443             9.237
global route                  1.174       2459             9.313
floorplan                    0.6405       1673             10.43
detailed placement           0.8525       2443             9.230
## worst max path at each step
stage               from            endpoint  slack (ns)  cells after the start
5_1_grt   sign_extend[7]  g.out1[31]$_DFF_P_        9.31                     13
4_1_cts   sign_extend[1]  g.out1[31]$_DFF_P_        9.65                     12
6_report  sign_extend[1]  g.out1[31]$_DFF_P_        9.59                     12
## power breakdown
part / total, mW / switching [mW] / internal (mW)
Combinational: 0.539 / 0.298 / 0.241
Clock: 0.248 / 0.115 / 0.133
Sequential: 0.316 / 0.0100 / 0.306
Total: 1.10 / 0.423 / 0.680
No activity file was given, so power comes from the tool's default toggle rates.
